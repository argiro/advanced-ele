==> flow/design.v <==
`timescale 1ns / 100ps
module seven_seg_decoder(
   input [3:0] BCD,
   output reg segA,
   output reg segB,
   output reg segC,
   output reg segD,
   output reg segE,
   output reg segF,
   output reg segG,
   output reg segDP  ) ;
   always @(*) begin
      case(BCD)
         4'b0000  :  {segA, segB, segC, segD, segE, segF, segG, segDP} = 8'b00000011 ;   
         4'b0001  :  {segA, segB, segC, segD, segE, segF, segG, segDP} = 8'b10011111 ;   
         4'b0010  :  {segA, segB, segC, segD, segE, segF, segG, segDP} = 8'b00100101 ;   
         4'b0011  :  {segA, segB, segC, segD, segE, segF, segG, segDP} = 8'b00001101 ;   
         4'b0100  :  {segA, segB, segC, segD, segE, segF, segG, segDP} = 8'b10011001 ;   
         4'b0101  :  {segA, segB, segC, segD, segE, segF, segG, segDP} = 8'b01001001 ;   
         4'b0110  :  {segA, segB, segC, segD, segE, segF, segG, segDP} = 8'b01000001 ;   
         4'b0111  :  {segA, segB, segC, segD, segE, segF, segG, segDP} = 8'b00011111 ;   
         4'b1000  :  {segA, segB, segC, segD, segE, segF, segG, segDP} = 8'b00000001 ;   
         4'b1001  :  {segA, segB, segC, segD, segE, segF, segG, segDP} = 8'b00001001 ;   
         default  :  {segA, segB, segC, segD, segE, segF, segG, segDP} = 8'b11111101 ;   
      endcase
   end
endmodule
`timescale 1ns / 100ps
module BCD_counter_Ndigit(clk, rst, en, BCD, overflow) ;
   parameter  Ndigit = 8 ;
   input   clk ;
   input   rst ;
   input   en ;
   output  [Ndigit*4-1:0] BCD ;
   output  overflow ;                        
   wire [Ndigit:0] carryout ;    
   assign carryout[0] = en ;
   assign overflow = carryout[Ndigit] ;
   generate
      genvar k ;
      for(k = 0; k < Ndigit; k = k+1) begin : digit  
         BCD_counter_en   digit(
            .clk      (             clk ),
            .rst      (             rst ),
            .en       (     carryout[k] ),
            .BCD      (  BCD[4*k+3:4*k] ),
            .carryout (   carryout[k+1] )
         ) ;
      end  
   endgenerate
endmodule
`timescale 1ns / 100ps
module BCD_counter_en(
   input clk,
   input rst,
   input en,
   output reg [3:0] BCD,
   output carryout 
   ) ;
   always @(posedge clk or posedge rst) begin 	     
      if( rst == 1'b1 )
         BCD <= 4'b0000 ;
      else begin
         if( en == 1'b1 ) begin
            if( BCD == 4'b1001 )      
               BCD <= 4'b0000 ;
            else
               BCD <= BCD + 1 ;
         end
      end
   end  
   assign carryout = ( (BCD == 4'b1001) && (en == 1'b1) ) ? 1'b1 : 1'b0 ;
endmodule
`timescale 1ns / 100ps
module Ndigit_7seg_display(
   input clk, rst, en,
   input BTN,
   output segA,
   output segB,
   output segC,
   output segD,
   output segE,
   output segF,
   output segG,
   output [2:0] seg_anode 
   ) ;
   reg [24:0] count ;
   always @(posedge clk) begin
      count <= count + 1 ;
   end
   wire clk_div = count[22] ;    
   wire [1:0] count_slice ;
   assign count_slice = count[19:18] ;     
   wire [11:0] BCD ;
   BCD_counter_Ndigit  counter(
      .clk  (      BTN ),
      .en   (       en ),
      .rst  (      rst ),
      .BCD  (      BCD )
   ) ;      
   reg [3:0] BCD_mux ;
   always @(*) begin
      case( count_slice )
         2'b00  :  BCD_mux <= BCD[3 :0] ;
         2'b01  :  BCD_mux <= BCD[7 :4] ;
         2'b10  :  BCD_mux <= BCD[11:8] ;
      endcase
   end
   assign seg_anode[0] = ( count_slice == 2'b00 ) ? 1'b1 : 1'b0 ;
   assign seg_anode[1] = ( count_slice == 2'b01 ) ? 1'b1 : 1'b0 ;
   assign seg_anode[2] = ( count_slice == 2'b10 ) ? 1'b1 : 1'b0 ;
   seven_seg_decoder  decoder(
      .BCD   (   BCD_mux ),
      .segA  (      segA ),
      .segB  (      segB ),
      .segC  (      segC ),
      .segD  (      segD ),
      .segE  (      segE ),
      .segF  (      segF ),
      .segG  (      segG ),
      .segDP (           )
   ) ;
endmodule
==> flow/run.sh <==
#!/bin/bash
# OpenROAD 26Q1-2900-gdf79404cd8, Yosys 0.63+post, stock flow scripts
make -C /OpenROAD-flow-scripts/flow DESIGN_CONFIG=/design/flow/config.mk WORK_HOME=/design/flow/orfs finish
==> flow/config.mk <==
export PLATFORM = sky130hd
export DESIGN_NAME = Ndigit_7seg_display
export DESIGN_NICKNAME = Ndigit_7seg_display
export VERILOG_FILES = /design/flow/design.v
export SDC_FILE = /design/flow/constraint.sdc
export NUM_CORES = 4
export LEC_CHECK = 1
export CORE_AREA = 10 10 103 103
export DIE_AREA = 0 0 113 113
==> flow/constraint.sdc <==
current_design Ndigit_7seg_display

set clk_period 2.5
set clk_io_pct 0.2

create_clock -name clk0 -period $clk_period [get_ports {BTN}]
create_clock -name clk1 -period $clk_period [get_ports {clk}]

set non_clock_inputs [all_inputs -no_clocks]
set_input_delay [expr $clk_period * $clk_io_pct] -clock clk0 $non_clock_inputs
set_output_delay [expr $clk_period * $clk_io_pct] -clock clk0 [all_outputs]
==> reports/qor.yml <==
run_status: "completed"
switching_power_uw: 391
grt_first_pass_wirelength_mm: 5.22
grt_max_degree: 13
postCtsSetupBuffers: 0
worst_path_dominant_cell_family: "buffers and inverters"
combined_buffer_and_inverter_count_along_the_critical_path: 2
postRouteAntennaNets: 0
clock_skew_ns: 0.00493
yosys-top-cells-count: "dfxtp_1, xnor2_1, inv_1, nand2_1"
grt.total_usage_pct: 4.63
post-synth-top-area-cell: "dfxtp_1"
maxCapViolCount: 0
core_region_area_mm2: 0.00830
final_util_pct: 24.6
hold_path_startpoint: "count[0]$_DFF_P_"
design.die.area_mm2: 0.0128
unconstrained_endpoints: 11
hp-class: "reg -> reg"
crit-reg2reg-capture: "counter.digit[2].digit.BCD[1]$_DFFE_PP0P_"
hold_end: "count[0]$_DFF_P_"
avgViaCountPerCell: 4.04
comb_power_share_pct: 15.8
finalSetupViolCount: 0
dr.first_iter.drc_count: 73
synthArstFlopShare_pct: 33.3
register_pins_left_without_a_clock: 4
final_hold_viol_count: 0
die_height_um: 113
yosys.cell_types.count: 34
antenna_found_initial: 0
post_synth_instance_area_mm2: 0.00168
synth_top_cell_by_count: "dfxtp_1"
power_report.internal_total_uw: 1060
stage_log_warnings: 33
grt_remaining_overflow: 0
postPlaceCellArea_mm2: 0.00192
synth-cells-yosys: 184
post-layout-total-power_uw: 1460
topCellsByArea: "dfxtp_1, dfrtp_1, xnor2_1"
clk_pin_slew_worst_paths_ns: 0.07
routedWlPerCell_um: 9.40
cts_hold_buffers: 0
top_level_ports: 14
part_of_the_power_in_the_clock_network_pct: 36.2
routed-via-count: 1227
antennaDiodeCount: 0
synth_flop_count: 36
finalMaxSlewViolations: 0
placement.io_buffers: 12
fp.dieW_um: 113
crit_cells: 3
timing.critical_path.cells: "inv_1, ha_1, clkdlybuf4s50_1"
synthesis_to_layout_area_growth_pct: 21.4
synth.yosys.chip_area_mm2: 0.00168
fin_worst_hold_slack_ns: 0.430
worst_ep_required_time_ns: 2.00
tritoncts: "done"
grt_setup_unrepaired: "no"
post-dp-hpwl_mm: 2.14
routed_wirelength_mm: 2.86
drt_pass1_iterations: 4
critPathLaunchType: "register"
row_count: 33
drive_gt1_share_pct: 6.03
finalWeightedCongestion: 0.778
avg_synthesized_cell_area_um2: 9.14
number_of_global_route_vias_before_repair: 1190
relSlewSlack_pct: 68.4
timing.critical_path.arrival_ns: 1.48
worst-path-max-fanout: 5
synthCells: 184
synth-warning-count: 4
enable_flop_cells: 0
r2r_start: "counter.digit[0].digit.BCD[2]$_DFFE_PP0P_"
timing.reg2reg.setup_slack_ns: 0.86
worst-setup-path-type: "reg -> out"
final_cell_area_mm2: 0.00204
cts_repair_resize_count: 0
fp_util_pct: 20.3
power_per_cell_area_mw_per_mm2: 713
worst-slew-pin-transition_ns: 0.474
holdPathStages: 1
worst_vdd_ir_uv: 454
critPathMaxStageDelay_ns: 0.51
cellLeakagePower_uw: 0.000808
route.detailed.drc: 0
crit_slowest_cell: "clkdlybuf4s50_1"
fin_setup_tns_ns: 0
power.share.sequential_pct: 48.0
ff_type: "dfxtp_1"
swShare_pct: 26.9
worst_r2r_path_depth: 4
crit_path_end_kind: "output port"
netlist.area_leader.share_pct: 23.8
[logic make-up after synthesis]
| logic type | count (synthesis) | synth area share [%] |
|---|---|---|
| latches | 4 | 3.57 |
| and+or+nand+nor | 62 | 19.3 |
| DFF | 32 | 41.7 |
| xor gates and xnor gates | 24 | 12.5 |
| adders and majority gates | 10 | 7.44 |
| AOI/OAI and AO/OA | 30 | 10.1 |
| muxes | 1 | 0.595 |
| buffers and inverters | 21 | 4.84 |
[area by class of cell]
| type | instances | area [µm²] |
|---|---|---|
| well taps | 105 | 131 |
| fillers | 879 | 6260 |
| inverters | 15 | 56.3 |
| multi-input cells | 127 | 840 |
| clock inverters | 1 | 30.0 |
| repair buffers | 13 | 128 |
| flip-flops and latches | 36 | 761 |
| clock buffers | 7 | 96.3 |
[flip-flops by register name, summed over array words and instances, names as in the netlist]
register                 flops
BCD_mux                      4
count                       20
counter.digit.digit.BCD     12
[worst max path at each step]
stage / startpoint / endpoint / slack [ns]
finish: count[18]$_DFF_P_ / seg_anode[2] / 0.52
global route: count[18]$_DFF_P_ / seg_anode[1] / 0.44
CTS: count[18]$_DFF_P_ / seg_anode[2] / 0.49
[power groups by stage]
stage,clock network [µW],registers [µW],logic [µW]
6_report,527,699,230
4_1_cts,536,699,231
5_1_grt,565,715,268
[cell usage in the layout (no fill, tap or decap), types with 2 or more instances in the layout]
| cell type | instances |
|---|---|
| ha_1 | 10 |
| nor2_1 | 13 |
| nor3_1 | 2 |
| nor2b_1 | 2 |
| a22oi_1 | 4 |
| dlxtn_1 | 4 |
| nand2_1 | 14 |
| xor2_1 | 6 |
| clkdlybuf4s50_1 | 12 |
| xnor2_1 | 18 |
| and4_1 | 2 |
| or3_1 | 2 |
| a21oi_1 | 13 |
| inv_1 | 15 |
| dfrtp_1 | 12 |
| nand2b_1 | 2 |
| nor3b_1 | 2 |
| dfxtp_1 | 20 |
| nand4_1 | 4 |
| nand3_1 | 11 |
| o21ai_0 | 9 |
| and3_1 | 2 |
| clkbuf_8 | 7 |
[routing by layer]
layer	wire length (µm)	vias up	track usage, %
met4	27	0	0.677
met2	1180	19	7.22
met1	1460	560	6.03
met5	0	-	0
li1	-	646	-
met3	186	2	1.87
[stage by stage]
step | setup slack [ns] | cells
2_1_floorplan | 1.00 | 184
3_3_place_gp | 0.378 | 296
3_5_place_dp | 0.341 | 296
4_1_cts | 0.494 | 304
5_1_grt | 0.439 | 304
6_report | 0.524 | 304
