`/design/flow/design.v`:
```
`timescale 1ns / 100ps
module BCD_counter(
   input clk,
   input rst,
   output reg [3:0] BCD ) ;
   always @(posedge clk) begin 	                             
      if( rst == 1'b1 )
         BCD <= 4'b0000 ;
      else begin
         if( BCD == 4'b1001 )      
            BCD <= 4'b0000 ;
         else
            BCD <= BCD + 4'b0001 ;
      end
   end  
endmodule
`timescale 1ns / 100ps 
module BCD_counter_seg_clk( 
   input   clk, 
   input   rst, 
   output  segA, 
   output  segB, 
   output  segC, 
   output  segD, 
   output  segE, 
   output  segF, 
   output  segG
   ) ;
   reg [27:0] count ; 
   wire clk_div ; 
   always @(posedge clk) begin 
      count = count + 1 ;    
   end  
   assign clk_div = count[24] ; 
   wire [3:0] BCD ;
   BCD_counter  counter(
      .clk  ( clk_div ),     
      .rst  (     rst ), 
      .BCD  (     BCD )
   ) ;       
   seven_seg_decoder  decoder(
      .BCD   (   BCD ),
      .segA  (  segA ),
      .segB  (  segB ),
      .segC  (  segC ),
      .segD  (  segD ),
      .segE  (  segE ),
      .segF  (  segF ),
      .segG  (  segG ),
      .segDP (       )      
   ) ;
endmodule 
`timescale 1ns / 100ps
module seven_seg_decoder(
   input [3:0] BCD,
   output reg segA,
   output reg segB,
   output reg segC,
   output reg segD,
   output reg segE,
   output reg segF,
   output reg segG,
   output reg segDP  ) ;
   always @(*) begin
      case(BCD)
         4'b0000  :  {segA, segB, segC, segD, segE, segF, segG, segDP} = 8'b00000011 ;   
         4'b0001  :  {segA, segB, segC, segD, segE, segF, segG, segDP} = 8'b10011111 ;   
         4'b0010  :  {segA, segB, segC, segD, segE, segF, segG, segDP} = 8'b00100101 ;   
         4'b0011  :  {segA, segB, segC, segD, segE, segF, segG, segDP} = 8'b00001101 ;   
         4'b0100  :  {segA, segB, segC, segD, segE, segF, segG, segDP} = 8'b10011001 ;   
         4'b0101  :  {segA, segB, segC, segD, segE, segF, segG, segDP} = 8'b01001001 ;   
         4'b0110  :  {segA, segB, segC, segD, segE, segF, segG, segDP} = 8'b01000001 ;   
         4'b0111  :  {segA, segB, segC, segD, segE, segF, segG, segDP} = 8'b00011111 ;   
         4'b1000  :  {segA, segB, segC, segD, segE, segF, segG, segDP} = 8'b00000001 ;   
         4'b1001  :  {segA, segB, segC, segD, segE, segF, segG, segDP} = 8'b00001001 ;   
         default  :  {segA, segB, segC, segD, segE, segF, segG, segDP} = 8'b11111101 ;   
      endcase
   end
endmodule
```
`/design/flow/run.sh`:
```
#!/bin/bash
# OpenROAD 26Q1-2900-gdf79404cd8, Yosys 0.63+post, stock flow scripts
make -C /OpenROAD-flow-scripts/flow DESIGN_CONFIG=/design/flow/config.mk WORK_HOME=/design/flow/orfs finish
```
`/design/flow/config.mk`:
```
export PLATFORM = sky130hd
export DESIGN_NAME = BCD_counter_seg_clk
export DESIGN_NICKNAME = BCD_counter_seg_clk
export VERILOG_FILES = /design/flow/design.v
export SDC_FILE = /design/flow/constraint.sdc
export NUM_CORES = 4
export LEC_CHECK = 1
export CORE_AREA = 10 10 96 96
export DIE_AREA = 0 0 106 106
```
`/design/flow/constraint.sdc`:
```
current_design BCD_counter_seg_clk

set clk_period 3.5
set clk_io_pct 0.2

create_clock -name clk0 -period $clk_period [get_ports {clk}]

set non_clock_inputs [all_inputs -no_clocks]
set_input_delay [expr $clk_period * $clk_io_pct] -clock clk0 $non_clock_inputs
set_output_delay [expr $clk_period * $clk_io_pct] -clock clk0 [all_outputs]
```
==> qor.yml <==
outcome: "finished clean"
antenna_cells: 0
p_sw_frac: 0.197
syn_inst: 166
place_congestion: 0.790
drive_gt1_frac: 0.103
worst_pin_slew_ns: 0.573
drt_first_iter_violations: 65
min_path_type: "reg -> reg"
holdPathEnd: "count[0]$_DFF_P_"
die_y_um: 106
hold_ws_ns: 0.419
crit_required_ns: 3.64
r2r_slack_ns: 1.88
clock_tree.htree_level_count: 1
ys_cells: 166
place.detailed.hpwl_um: 1930
finalSetupViolations: 0
tns_ns: 0
chipWidth_um: 106
slew_headroom: 0.617
clk_latency_ns: 0.26
hold_depth: 1
place_inst: 270
yosys.cell_types.count: 41
fin_skew_ns: 0.000821
fin_crit_ns: 1.62
crit_path_start_kind: "flop"
track_usage: 0.0474
seqPwrFrac: 0.614
leakagePower_nw: 0.674
ir_drop_uv: 310
fmax_mhz: 618
place_ws_ns: 1.88
syn_area_um2: 1690
overflow: 0
power.density_nw_per_um2: 241
cts_tree: "built"
viasPerCell: 4.09
worstSetupPathType: "reg -> reg"
p_int_mw: 0.372
reg2reg_from: "count[0]$_DFF_P_"
setup_slack_ns: 1.88
p_comb_frac: 0.035
postCtsSetupBuffers: 0
ctsLongestPathBuffers: 2
ctsResizeCount: 0
finalCritPeriodShare: 0.462
coreArea_um2: 7210
grt_max_degree: 15
routedWlPerCell_um: 9.15
cts_buffers: 3
drc: 0
pwr-share-clk: 0.351
end_kind: "flop"
grt_pass1_vias: 1070
die_area_um2: 11200
cp_slowest_stage_delay_ns: 0.39
final_cell_count_no_fill: 274
drtPass1Iterations: 4
syn2layout_area_growth_pct: 13.5
unclocked_pins: 11
antenna_left: 0
ctsHoldBuffers: 0
rows: 31
num_vias: 1120
warning_count: 30
final_max_slew_viol_count: 0
cp_max_fo: 4
layout_top_cells: "dfxtp_1, xnor2_1, nand3_1"
antenna_found_initial: 0
ys_chip_area_um2: 1690
fillers: 777
portBuffers: 8
rr_worst_depth: 5
ys.flops: 36
rsz0062_at_grt: "no"
ios: 9
switchingPower_mw: 0.0913
path_clk_slew_ns: 0.08
fp-utilization: 0.234
arrival_ns: 1.76
reg2reg_to: "count[24]$_DFF_P_"
hold_start: "count[0]$_DFF_P_"
cpMaxStageDelayCell: "nor4_4"
path_cells: "ha_1 -> nand4_2 -> nor4_4 -> nand4_1 -> xnor2_1"
drv_cap: 0
finalHoldViolCount: 0
finalPower_mw: 0.463
cts-root-buf: "clkbuf_8"
postSynthSeqShare: 0.426
grt_pass1_wl_um: 4730
untimed_endpoints: 18
avgSynthCellArea_um2: 10.2
lay_top_count: "dfxtp_1"
routed_wl_um: 2510
ys_warn_count: 3
-- cell usage after synthesis --
cell / n / area [um^2]
o22ai_1: 3 / 18.8
nand4_1: 4 / 25.0
a211oi_2: 1 / 12.5
mux2i_1: 3 / 30.0
buf_2: 1 / 5.00
nand2b_1: 1 / 6.26
o32ai_2: 1 / 16.3
nand4_4: 1 / 21.3
o31ai_1: 3 / 22.5
inv_2: 1 / 3.75
dfxtp_1: 36 / 721
inv_1: 11 / 41.3
a21boi_0: 1 / 7.51
nor2_1: 6 / 22.5
and2_1: 2 / 12.5
ha_1: 8 / 100
a21bo_1: 1 / 10.0
and2_2: 1 / 7.51
a21oi_1: 2 / 10.0
a311oi_1: 1 / 8.76
o2bb2ai_1: 1 / 8.76
a32oi_1: 1 / 8.76
nor4_4: 2 / 42.5
nand4_2: 1 / 12.5
buf_4: 2 / 15.0
o21ai_0: 3 / 15.0
a221oi_1: 1 / 8.76
nor2_4: 1 / 11.3
xnor2_1: 18 / 158
nand3b_1: 1 / 7.51
nor3b_2: 1 / 12.5
xor2_1: 7 / 61.3
and3_1: 2 / 12.5
a211oi_4: 1 / 20.0
nand2_1: 10 / 37.5
nor3_2: 2 / 20.0
and3b_2: 1 / 10.0
and4b_4: 1 / 13.8
nand3_1: 12 / 60.1
nor2b_1: 2 / 12.5
nor3_1: 8 / 40.0
-- how the worst max path moves through the flow --
stage,start,endpoint,slack (ns)
after global routing,count[0]$_DFF_P_,count[24]$_DFF_P_,1.77
after CTS,count[0]$_DFF_P_,count[24]$_DFF_P_,1.86
final,count[0]$_DFF_P_,count[24]$_DFF_P_,1.88
-- registers in the layout, indices dropped and copies added, names as in the netlist --
name,flops
count,25
counter.BCD,4
segA,1
segB,1
segC,1
segD,1
segE,1
segF,1
segG,1
-- layer usage --
metal	vias to the layer above	global-route usage	share of wire
met3	2	0.0122	0.043
met4	0	0.00193	0.0020
met2	14	0.0755	0.43
li1	596	-	-
met1	508	0.0669	0.52
met5	-	0	0
-- cell type report --
class | count | area [um^2] | area share
Clock buffer | 4 | 45.0 | 0.0235
Inverter | 12 | 45.0 | 0.0235
Multi-Input combinational cell | 115 | 905 | 0.471
Sequential cell | 36 | 721 | 0.375
Tap cell | 99 | 124 | 0.0645
Timing Repair Buffer | 8 | 80.1 | 0.0417
-- critical path, delay by kind of cell (launching register included) --
family / cells / cell delay, ns
simple gates: 3 / 0.74
fa+ha+maj: 1 / 0.24
flops: 1 / 0.38
xor+xnor: 1 / 0.14
-- power groups by stage --
stage	Combinational (mW)	Sequential (mW)	Clock [mW]
CTS	0.0162	0.284	0.169
global route	0.0189	0.285	0.185
finish	0.0164	0.284	0.163
-- cells by family after synthesis --
logic type,after synthesis,synth area share
buf+inv,15,0.0385
mux,3,0.0178
flops,36,0.426
xor+xnor,25,0.130
fa+ha+maj,8,0.0592
compound gates,20,0.0992
simple gates,59,0.229
-- per-stage QoR --
stage	cell area, um^2	util
after floorplan	1690	-
after global placement	1870	0.260
after detailed placement	1870	0.260
after CTS	1920	0.266
after global routing	1920	0.266
final	1920	0.266
Power is estimated from default activity; no workload was simulated.
